`design/flow/run.sh`:
```
#!/bin/bash
# OpenROAD 26Q1-2900-gdf79404cd8, Yosys 0.63+post, stock flow scripts
make -C /OpenROAD-flow-scripts/flow DESIGN_CONFIG=/design/flow/config.mk WORK_HOME=/design/flow/orfs finish
```
`design/flow/constraint.sdc`:
```
current_design mux

set clk_period 2.4
set clk_io_pct 0.2

create_clock -name clk0 -period $clk_period

set non_clock_inputs [all_inputs -no_clocks]
set_input_delay [expr $clk_period * $clk_io_pct] -clock clk0 $non_clock_inputs
set_output_delay [expr $clk_period * $clk_io_pct] -clock clk0 [all_outputs]
```
`design/flow/config.mk`:
```
export PLATFORM = sky130hd
export DESIGN_NAME = mux
export DESIGN_NICKNAME = mux
export VERILOG_FILES = /design/flow/design.v
export SDC_FILE = /design/flow/constraint.sdc
export NUM_CORES = 4
export LEC_CHECK = 1
export CORE_AREA = 10 10 72 72
export DIE_AREA = 0 0 82 82
```
`design/flow/design.v`:
```
module mux(sel,inp0, inp1, inp2, inp3, inp4, inp5, inp6, inp7, inp8, 
           inp9, inp10, inp11, inp12, inp13, inp14, inp15, inp16, inp17,
           inp18, inp19, inp20, inp21, inp22, inp23, inp24, inp25, inp26,
           inp27, inp28, inp29, inp30, out);
  input [4:0] sel;
  input [1:0] inp0, inp1, inp2, inp3, inp4, inp5, inp6,
            inp7, inp8, inp9, inp10, inp11, inp12, inp13, 
            inp14, inp15, inp16, inp17, inp18, inp19, inp20,
            inp21, inp22, inp23, inp24, inp25, inp26,
            inp27, inp28, inp29, inp30;
  output [1:0] out;
  reg [1:0] out;
  always @(sel or inp0  or inp1 or  inp2 or inp3 or inp4 or inp5 or inp6 or
            inp7 or inp8 or inp9 or inp10 or inp11 or inp12 or inp13 or 
            inp14 or inp15 or inp16 or inp17 or inp18 or inp19 or inp20 or
            inp21 or inp22 or inp23 or inp24 or inp25 or inp26 or inp27 or 
            inp28 or inp29 or inp30 )
  begin
    case(sel)
      5'b00000: out = inp0;  
      5'b00001: out = inp1;  
      5'b00010: out = inp2;  
      5'b00011: out = inp3;  
      5'b00100: out = inp4;  
      5'b00101: out = inp5;  
      5'b00110: out = inp6;  
      5'b00111: out = inp7;  
      5'b01000: out = inp8;  
      5'b01001: out = inp9;  
      5'b01010: out = inp10;
      5'b01011: out = inp11;
      5'b01101: out = inp12;
      5'b01101: out = inp13;
      5'b01110: out = inp14;
      5'b01111: out = inp15;
      5'b10000: out = inp16;
      5'b10001: out = inp17;
      5'b10010: out = inp18;
      5'b10011: out = inp19;
      5'b10100: out = inp20;
      5'b10101: out = inp21;
      5'b10110: out = inp22;
      5'b10111: out = inp23;
      5'b11000: out = inp24;
      5'b11001: out = inp25;
      5'b11010: out = inp26;
      5'b11011: out = inp27;
      5'b11100: out = inp28;
      5'b11101: out = inp29;
      default: out = 0;
    endcase
  end
endmodule 
```
==> flow_summary.ini <==
; physical design summary
[drt]
drcViolationCount = 0
num_antenna_cells = 0
route.antenna.remaining_nets = 0
detail_route.wl_per_cell_um = 14.6
wirelength_mm = 3.27
detailroute.via_count = 1072
drt_first_iter_violations = 61
detail_route.vias_per_cell = 4.79
firstDrtPassIters = 3

[place]
dpl.cell_count = 218
dp.final_hpwl_mm = 2.77
buffer_ports.inserted = 65
placedInstanceArea_mm2 = 0.00149
routability_congestion_estimate_from_global_placement = 0.838

[grt]
grt_util_all_layers = 0.0947
grt_overflow_total = 0
grt_antenna_before_repair = 0
pin_count_of_the_biggest_net_entering_global_routing = 16
first_pass_grt_wire_length_mm = 5.23
first_global_vias = 1107

[setup_path]
worst_ep_required_time_ns = 1.92
path_delay_family = multiplexers
end_kind = output port
cp_data_arrival_time_ns = 1.87
criticalPathCategory = input pin to output port
crit_path_most_repeated_cell = buf_6
worstSetupPathDepth = 8
crit_path_max_incr_delay_ns = 0.48
worstPathBufferInverterCount = 4
worstSetupStartpointType = input pin
critical_path_peak_fanout = 6
cp_cell_sequence = buf_6, buf_6, buf_4, mux4_2, and3_4, nor3_4, o311ai_2, buf_2
critPathCapture = out[1]
critical_path.startpoint = sel[1]
cpMaxStageDelayCell = mux4_2

[logic_synthesis]
synth_cells = 95
netlist-cell-type-count = 37
yosysWarnings = 1
synth.yosys.seq_area_share = 0
synth.yosys.chip_area_um2 = 678
synth_area_um2 = 678
syn-mean-instance-area_um2 = 7.14
ys_cells = 95

[final_timing]
tightestPinTransition_ns = 0.396
max_freq_mhz = 426
timing.final.hold_violations = 0
setup_viol = 0
slew_headroom = 0.735
fin_crit_sh = 0.978
layout_min_cycle_time_ns = 2.35
timing_max_transition_violations_final = 0

[die]
die_height_um = 82
design.portCount = 69
floorplan.rows = 22
core_region_area_mm2 = 0.00369
chip_area_mm2 = 0.00672
die_x_um = 82
fp_util = 0.184

[run]
timing.max_cap.violations = 0
stage_log_warnings = 37

[finish]
numSequentialCells = 0
finalInstanceArea_mm2 = 0.00168
stdcell_count = 224
sequential_cell_area_um2 = 0
n_clock_buffer = 0
area_growth_syn_to_fin_pct = 147
drive_above_1_share = 0.347
final_util = 0.455

[power_and_ir_drop]
irDropWorstVdd_v = 0.0000709
pwr_density_cell_mw_per_mm2 = 150
power.leakage_uw = 0.000802

[worst_hold_path]
hp-start = sel[4]
worstHoldPathType = input pin to output port

[status]
run_status = finished clean
-- cells in the final DEF (no fill, tap or decap), types with 2 or more instances in the layout --
master / Yosys / final
a21oi_2: 0 / 2
a22o_1: 2 / 2
a22oi_2: 0 / 2
a31oi_1: 5 / 4
buf_2: 5 / 4
buf_4: 1 / 20
buf_6: 1 / 9
clkdlybuf4s15_1: 0 / 3
clkdlybuf4s50_1: 0 / 27
dlygate4sd2_1: 0 / 14
dlymetal6s2s_1: 0 / 14
mux2_2: 7 / 3
mux2_4: 1 / 5
mux2i_1: 6 / 6
mux4_2: 2 / 2
nand3_1: 13 / 10
nand3_2: 0 / 3
nand3b_1: 3 / 3
nand4_1: 6 / 6
nor2_1: 2 / 2
nor2b_1: 5 / 3
nor2b_4: 0 / 2
nor3_1: 5 / 4
o21ai_1: 0 / 2
or3_1: 2 / 2
-- cell families after synthesis --
logic type,after synthesis,synth area share
buffers and inverters,13,0.0978
and+or+nand+nor,46,0.402
AOI/OAI and AO/OA,20,0.207
muxes,16,0.293
-- power by group --
group	switching (µW)	internal (µW)	leakage [µW]
Sequential	0	0	0
Clock	0	0	0
Combinational	86.4	165	0.000802
-- metal layers --
| layer | vias up | GRT usage | routed length, µm |
|---|---|---|---|
| li1 | 544 | - | - |
| met1 | 493 | 0.130 | 1470 |
| met2 | 35 | 0.150 | 1570 |
| met3 | 0 | 0.0319 | 232 |
| met4 | 0 | 0 | 0 |
| met5 | - | 0 | 0 |
-- repair_timing --
| action | in CTS | in global routing |
|---|---|---|
| hold buffers | 0 | 0 |
| gates resized | 67 | 36 |
| pin swaps | 14 | 21 |
| buffers inserted | 2 | 6 |
| setup endpoints to repair | 2 | 2 |
-- stage by stage --
step,hold slack [ns],total power [µW],TNS [ns],worst slack (ns)
3_5_place_dp,2.18,235,-1.60,-0.809
6_report,1.51,252,0,0.0521
2_1_floorplan,1.15,84.6,0,0.236
5_1_grt,1.54,273,-0.00242,-0.00242
4_1_cts,1.53,240,-0.0501,-0.0498
3_3_place_gp,2.19,234,-1.61,-0.823
-- worst min path at each step --
stage	endpoint	slack (ns)	cells after the start
finish	out[1]	1.51	4
CTS	out[0]	1.53	4
global route	out[1]	1.54	4
-- synthesized netlist by cell type (2+ instances only) --
cell type,n,area share
or3_1,2,0.018
a22o_1,2,0.026
a21oi_1,3,0.022
mux4_2,2,0.066
nand3b_1,3,0.033
nand3_1,13,0.096
o21ai_0,2,0.015
nor2_1,2,0.011
buf_2,5,0.037
mux2i_1,6,0.089
inv_1,2,0.011
mux2_2,7,0.12
a31oi_1,5,0.046
nor3_1,5,0.037
a22oi_1,2,0.022
nor2b_1,5,0.046
nand4_1,6,0.055
nor3b_1,2,0.022
clkbuf_1,3,0.017
-- final cells by class --
class              instances  area [µm²]
inverters                  2        7.51
multi-input cells         82         719
fillers                  363        2010
well taps                 48        60.1
repair buffers            92         890
Power figures rest on the tool's default switching activity, not on a simulated workload.
