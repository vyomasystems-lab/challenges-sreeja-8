==> design/flow/constraint.sdc <==
current_design mux_bugfree

set clk_period 2.4
set clk_io_pct 0.2

create_clock -name clk0 -period $clk_period

set non_clock_inputs [all_inputs -no_clocks]
set_input_delay [expr $clk_period * $clk_io_pct] -clock clk0 $non_clock_inputs
set_output_delay [expr $clk_period * $clk_io_pct] -clock clk0 [all_outputs]
==> design/flow/design.v <==
module mux_bugfree(sel,inp0, inp1, inp2, inp3, inp4, inp5, inp6, inp7, inp8, 
           inp9, inp10, inp11, inp12, inp13, inp14, inp15, inp16, inp17,
           inp18, inp19, inp20, inp21, inp22, inp23, inp24, inp25, inp26,
           inp27, inp28, inp29, inp30, out);
  input [4:0] sel;
  input [1:0] inp0, inp1, inp2, inp3, inp4, inp5, inp6,
            inp7, inp8, inp9, inp10, inp11, inp12, inp13, 
            inp14, inp15, inp16, inp17, inp18, inp19, inp20,
            inp21, inp22, inp23, inp24, inp25, inp26,
            inp27, inp28, inp29, inp30;
  output [1:0] out;
  reg [1:0] out;
  always @(sel or inp0  or inp1 or  inp2 or inp3 or inp4 or inp5 or inp6 or
            inp7 or inp8 or inp9 or inp10 or inp11 or inp12 or inp13 or 
            inp14 or inp15 or inp16 or inp17 or inp18 or inp19 or inp20 or
            inp21 or inp22 or inp23 or inp24 or inp25 or inp26 or inp27 or 
            inp28 or inp29 or inp30 )
  begin
    case(sel)
      5'b00000: out = inp0;  
      5'b00001: out = inp1;  
      5'b00010: out = inp2;  
      5'b00011: out = inp3;  
      5'b00100: out = inp4;  
      5'b00101: out = inp5;  
      5'b00110: out = inp6;  
      5'b00111: out = inp7;  
      5'b01000: out = inp8;  
      5'b01001: out = inp9;  
      5'b01010: out = inp10;
      5'b01011: out = inp11;
      5'b01100: out = inp12;
      5'b01101: out = inp13;
      5'b01110: out = inp14;
      5'b01111: out = inp15;
      5'b10000: out = inp16;
      5'b10001: out = inp17;
      5'b10010: out = inp18;
      5'b10011: out = inp19;
      5'b10100: out = inp20;
      5'b10101: out = inp21;
      5'b10110: out = inp22;
      5'b10111: out = inp23;
      5'b11000: out = inp24;
      5'b11001: out = inp25;
      5'b11010: out = inp26;
      5'b11011: out = inp27;
      5'b11100: out = inp28;
      5'b11101: out = inp29;
      5'b11110: out = inp30;
      default: out = 0;
    endcase
  end
endmodule 
==> design/flow/config.mk <==
export PLATFORM = sky130hd
export DESIGN_NAME = mux_bugfree
export DESIGN_NICKNAME = mux_bugfree
export VERILOG_FILES = /design/flow/design.v
export SDC_FILE = /design/flow/constraint.sdc
export NUM_CORES = 4
export LEC_CHECK = 1
export CORE_AREA = 10 10 71 71
export DIE_AREA = 0 0 81 81
==> design/flow/run.sh <==
#!/bin/bash
# OpenROAD 26Q1-2900-gdf79404cd8, Yosys 0.63+post, stock flow scripts
make -C /OpenROAD-flow-scripts/flow DESIGN_CONFIG=/design/flow/config.mk WORK_HOME=/design/flow/orfs finish
==> summary.txt <==
fresh numbers from the pnr run: setup repair after global routing missed its margin true, Pre-Repair DR Iteration Count 4, global-route wire length before repair 5.55 mm, register area share after synthesis 0%, Mapped Area roughly 700 sq um, core outline area 3630 sq um, kind of path behind the tightest hold check input port to output pin, DRC violations left 0, dpl hpwl roughly 3.0 mm, startpoint of the tightest hold check path sel[3], Chip Footprint roughly 6600 sq um, Cells after Synth roughly 96, GRT Overall Usage 10.3%, launching instance or port of the critical path inp28[0], Ports 69, number of antenna diodes 0, slowest stage delay, CP about 0.5 ns, Layout Utilization around 47%, area taken by multi-input logic gates 697 sq um, worst rel slew slack about three quarters, number of DRC violations after detailed-routing iteration 0 22, sequential cell area 0 sq um, vias in the first global route ~1200, last weighted congestion value of the routability-driven placer 0.827, setup violators final 1, summed standard-cell area reported by yosys ~700 sq um, PD cells ~150 nW/um^2, row count 22, sequential cell count 0, per-cell routed wire length 15.1 um, cell count listed in synth_stat.txt 96, Port-buffer cells a little under 70, master of the slowest instance on the critical path or4_1, number of warnings reported in the yosys synthesis log 1, total overflow reported by the global router 0, share of layout cells above drive strength 1 between 20 and 30%, width of the die roughly 81 um, non-filler cells in the finished layout around 230, Slew Viols, Final 0, transition time of the tightest slew-check pin roughly 0.38 ns, overall routed net length 3.50 mm, worst ir drop on vdd 61.2 uV, cell chain of the critical path clkdlybuf4s50_1 > a222oi_1 > o21ai_1 > or4_1 > buf_2, y dimension of the die just over 80 um, CP Class input port to output pin, fmax ~0.41 GHz, worst hold slack across all endpoints between 1 and 1.5 ns, number of antenna violations at the first check in global routing 0, Static Leak slightly above 0.8 nW, residual antenna-violating net count after detailed routing 0, critical path capture point type output pin, Avg Inst Size Synth between 7 and 8 sq um, Avg Vias per Cell 4.93, maximum capacitance violations 0, Layout area overhead 147%, post-layout minimum cycle time roughly 2.4 ns, outcome finished, violations left, cycle use final 101%, count of vias placed by the detailed router ~1100, kind of launch point of the worst setup path input port, number of placed cells counting well taps between 200 and 250, setup ws final -0.0229 ns, filler cell count roughly 340, number of stages on the worst hold path 4, clock tree buffer count of the final layout 0, maximum number of pins on one net before global-route repair 13, library cells used by synthesis 41, Worst EP arrival between 1.5 and 2 ns, Final Hold Fails 0, required time worst endpoint between 1.5 and 2 ns, tool warnings 34, fraction of the core area occupied by cells at floorplan roughly a fifth, peak fanout along the critical path 1, failing checks setup timing
metal layers:
layer  GRT usage (%)  vias up  routed length [um]
li1                -      569                   -
met1            12.8      522                1440
met2            17.4       49                1680
met3            3.90        4                 354
met4           0.692        0                  27
met5               0        -                   0
through the flow:
step                      setup WS, ns  setup TNS, ns  area [sq um]   power, W
after floorplan                  0.341              0           697  0.0000879
after global placement          -0.760          -1.49          1570   0.000251
after detailed placement        -0.813          -1.58          1570   0.000251
after CTS                      -0.0642        -0.0642          1620   0.000256
after global routing           -0.0606        -0.0746          1720   0.000286
final                          -0.0229        -0.0229          1720   0.000264
final cells by class:
class,count,area share (%)
inverter,1,0.218
tap,48,3.49
timing repair buffer,98,55.7
multi-input combinational,85,40.5
final timing paths:
| check | endpoint |
|---|---|
| setup / recovery | out[0] |
| hold / removal | out[0] |
power breakdown:
part	leakage, nW	internal [W]	switching (W)
combinational	0.807	0.000176	0.0000880
sequential	0	0	0
clock	0	0	0
total	0.807	0.000176	0.0000880
worst max-delay path: cells and delay by family:
kind,cells,cell delay (ns)
AOI/OAI and AO/OA,2,0.41
buffers and inverters,2,0.55
and+or+nand+nor,1,0.50
cell families (layout without fill, tap and decap cells):
logic type,after synthesis,after routing,synth area share [%]
AND-OR/OR-AND,33,33,33.6
buffers and inverters,11,99,8.62
multiplexers,16,16,25.5
AND/OR/NAND/NOR,36,36,32.3
cells in the final DEF (no fill, tap or decap), drive strengths merged, types with 2 or more instances in the layout:
| cell | synthesis | routed |
|---|---|---|
| mux2i | 11 | 11 |
| nand2 | 3 | 3 |
| dlygate4sd2 | 0 | 4 |
| a22o | 2 | 2 |
| nor3b | 2 | 2 |
| clkdlybuf4s15 | 0 | 3 |
| nor4bb | 2 | 2 |
| nand3 | 4 | 4 |
| nor3 | 3 | 3 |
| or3 | 2 | 2 |
| a31oi | 5 | 5 |
| a32oi | 3 | 3 |
| dlymetal6s2s | 0 | 14 |
| a21oi | 4 | 4 |
| o22ai | 2 | 2 |
| clkdlybuf4s50 | 0 | 40 |
| o21ai | 6 | 6 |
| nor2b | 7 | 7 |
| buf | 8 | 36 |
| or4 | 2 | 2 |
| nor2 | 6 | 6 |
| mux2 | 4 | 4 |
cell usage after synthesis (all sizes together), types with 2 or more instances:
cell / instances / share of area, %
mux2i: 11 / 16
buf: 8 / 7.0
nor2b: 7 / 7.4
nor2: 6 / 3.2
o21ai: 6 / 4.3
a31oi: 5 / 4.5
a21oi: 4 / 2.9
mux2: 4 / 6.5
nand3: 4 / 2.9
a32oi: 3 / 3.8
nand2: 3 / 1.6
nor3: 3 / 2.2
a22o: 2 / 2.5
clkbuf: 2 / 1.1
nor3b: 2 / 2.2
nor4bb: 2 / 2.9
o22ai: 2 / 1.8
or3: 2 / 1.8
or4: 2 / 2.2
timing repair:
item                                    CTS  global route
resized                                  52            28
hold buffers                              0             0
endpoints found under the setup margin    2             2
pin swaps                                14            15
setup buffers                             4             3
No activity file was given, so power comes from the tool's default toggle rates.
